==> ./design.v <==
module alu4 (
    input [2:0] func,  
    input [3:0] a,  
    input [3:0] b,  
    output reg [3:0] y  
);
    reg [3:0] b_comp;
    always @(func or a or b) begin
        case (func)
            3'b000: begin
                y = a + b;
            end
            3'b001: begin
                y = a - b;
            end
            3'b010: begin
                y = ~a;
            end
            3'b011: begin
                y = a & b;
            end
            3'b100: begin
                y = a | b;
            end
            3'b101: begin
                y = a ^ b;
            end
            3'b110: begin
                y = ($signed(a) < $signed(b)) ? 1 : 0;
            end
            3'b111: begin
                y = (a == b) ? 1 : 0;
            end
            default: y = 4'b0000;  
        endcase
    end
endmodule
module alu4_practice (
    input func_btn,
    input [3:0] a,
    input [3:0] b,
    output reg [2:0] func,
    output [3:0] y
);
    initial begin
        func = 3'b000;
    end
    always @(posedge func_btn) begin
        if (func == 3'b111) begin
            func = 3'b000;
        end
        else begin
            func = func + 1;
        end
    end
    alu4 alu4(
        .func(func),
        .a(a),
        .b(b),
        .y(y)
    );
endmodule
==> ./run.sh <==
#!/bin/bash
# OpenROAD 26Q1-2900-gdf79404cd8, Yosys 0.63+post, stock flow scripts
make -C /OpenROAD-flow-scripts/flow DESIGN_CONFIG=/design/flow/config.mk WORK_HOME=/design/flow/orfs finish
==> ./config.mk <==
export PLATFORM = sky130hd
export DESIGN_NAME = alu4_practice
export DESIGN_NICKNAME = alu4_practice
export VERILOG_FILES = /design/flow/design.v
export SDC_FILE = /design/flow/constraint.sdc
export NUM_CORES = 4
export LEC_CHECK = 1
export CORE_AREA = 10 10 70 70
export DIE_AREA = 0 0 80 80
==> ./constraint.sdc <==
current_design alu4_practice

set clk_period 2.8
set clk_io_pct 0.2

create_clock -name clk0 -period $clk_period [get_ports {func_btn}]

set non_clock_inputs [all_inputs -no_clocks]
set_input_delay [expr $clk_period * $clk_io_pct] -clock clk0 $non_clock_inputs
set_output_delay [expr $clk_period * $clk_io_pct] -clock clk0 [all_outputs]
==> impl_metrics.env <==
# physical design summary
export IMPL_status="finished, final reports clean"
export IMPL_cts_max_level=1
export IMPL_fin_area_sq_um=1280
export IMPL_gr_usage_all_layers=0.0640
export IMPL_worst_path_max_delay_cell="or4_4"
export IMPL_io_pins=16
export IMPL_ys_warn_count=2
export IMPL_max_clock_freq_ghz=0.367
export IMPL_min_path_type="flop to flop"
export IMPL_fp_dieW_um=80
export IMPL_timing_final_crit_share=0.974
export IMPL_final_util=0.375
export IMPL_numSynthFlops=3
export IMPL_cts_buffer_depth=2
export IMPL_clkTransAtPathRegs_ps=40
export IMPL_power_share_clock=0.329
export IMPL_post_route_min_period_ps=2730
export IMPL_drv_cap=0
export IMPL_fin_skew_ps=0.420
export IMPL_antenna_found_initial=0
export IMPL_ys_chip_area_sq_um=677
export IMPL_num_rows=21
export IMPL_avgViaCountPerCell=4.29
export IMPL_crit_path_start_kind="flop"
export IMPL_dp_hpwl_um=1490
export IMPL_fp_dieH_um=80
export IMPL_coreArea_sq_um=3420
export IMPL_grt_pass1_wl_um=3460
export IMPL_cp_end_kind="output pin"
export IMPL_ant_nets=0
export IMPL_gp_congestion=0.847
export IMPL_grt_max_degree=11
export IMPL_numPortBuffers=15
export IMPL_synthArstFlopShare=0
export IMPL_combPwrFrac=0.488
export IMPL_drc_errors=0
export IMPL_seq_power_share=0.183
export IMPL_syn_area_sq_um=677
export IMPL_clk_latency_ps=240
export IMPL_critPathKind="flop to output pin"
export IMPL_cpMostUsedCell="buf_6"
export IMPL_areaGrowthSynthToFinish_pct=89.1
export IMPL_netSwitchingPower_mw=0.0742
export IMPL_synthCells=81
export IMPL_drt_iter0_drc=31
export IMPL_relSlewSlack=0.840
export IMPL_synth_stat_cells=81
export IMPL_vias=781
export IMPL_fin_tns_setup_ps=0
export IMPL_switching_share=0.316
export IMPL_slew_violations=0
export IMPL_gr_total_overflow=0
export IMPL_root_buffer="clkbuf_4"
export IMPL_dpl_cell_area_sq_um=1060
export IMPL_setup_viol=0
export IMPL_internal_power_mw=0.161
export IMPL_finalHoldViolations=0
export IMPL_power_density_nw_per_um2=184
export IMPL_wire_per_inst_um=11.1
export IMPL_worst_pin_slew_ps=241
export IMPL_slowest_delay_ps=540
export IMPL_initial_core_util=0.198
export IMPL_routed_wl_um=2020
export IMPL_tool_warnings=37
export IMPL_worstPathMaxFanout=3
export IMPL_edf_count=0
export IMPL_cp_cell_sequence="ha_4 > ha_2 > or4_4 > a21oi_4 > buf_6 > buf_6 > nand2_1 > o21a_1 > dlygate4sd2_1"
export IMPL_largest_reg_flops=3
export IMPL_total_power_mw=0.235
export IMPL_leakagePower_nw=0.598
export IMPL_flop_cell="dfxtp_1"
export IMPL_cts_tree="yes"
export IMPL_yosys_stat_seqShare=0.0887
export IMPL_peakVddDrop_mv=0.276
export IMPL_synth_avg_cell_area_sq_um=8.36
export IMPL_grt_pass1_vias=794
export IMPL_dr_pass1_iters=4
export IMPL_layout_drive_gt1_share=0.537
export IMPL_n_antenna_cell=0
export IMPL_postCtsHoldBufs=0
export IMPL_die_area_sq_um=6400
export IMPL_cts_sinks=3
export IMPL_ys_types=28
export IMPL_rsz0062_at_grt="false"
export IMPL_cts_buffers_inserted=3
export IMPL_crit_required_ps=2240
export IMPL_crit_arrival_ps=2170
[cells by family after synthesis]
kind of cell | Yosys count | synth area share
AOI/OAI and AO/OA | 23 | 0.268
xor gates and xnor gates | 1 | 0.0129
adders and majority gates | 20 | 0.392
buffers and inverters | 18 | 0.111
DFF | 3 | 0.0887
muxes | 1 | 0.0148
and+or+nand+nor | 15 | 0.113
[cell type report]
cell class | instances | area [sq um]
fill | 338 | 2140
multi-input combinational | 60 | 659
timing repair buffer | 52 | 409
sequential | 3 | 63.8
inverter | 17 | 63.8
tap | 46 | 57.6
clock buffer | 4 | 26.3
[critical path: cells and delay by family, from the launching register on]
| family | cells | cell delay (ps) |
|---|---|---|
| simple gates | 2 | 580 |
| compound gates | 2 | 270 |
| flops | 1 | 330 |
| fa+ha+maj | 2 | 320 |
| buf+inv | 3 | 430 |
[cells in the mapped netlist (2+ instances only)]
library cell	number	area [sq um]
a221oi_1	3	26.3
inv_1	17	63.8
o221ai_1	3	26.3
nor2_1	4	15.0
a21oi_1	4	20.0
a32oi_1	2	17.5
fa_1	2	40.0
ha_1	18	225
dfxtp_1	3	60.1
nand2_1	6	22.5
o21ai_1	2	10.0
[timing repair]
item / CTS / global route
endpoints found under the setup margin: 4 / 3
resized: 46 / 12
buffers inserted: 11 / 1
pin swaps: 12 / 2
[power by group through the flow]
stage	clock network, mW	registers, mW	logic, mW
4_1_cts	0.0803	0.0430	0.112
5_1_grt	0.0848	0.0429	0.126
6_report	0.0774	0.0429	0.115
[final timing paths]
kind / slack, ps / from / end / depth (start not counted)
max reg2reg: 1700 / func[0] / func[1] / 4
min reg2reg: 540 / func[0] / func[0] / 2
max: 70 / func[1] / y[1] / 9
min: 540 / func[0] / func[0] / 2
[routing by layer]
metal / GRT usage / share of wire / up-vias
met3: 0.0159 / 0.086 / 2
met1: 0.0862 / 0.46 / 356
met2: 0.104 / 0.45 / 31
met4: 0.00704 / 0.0069 / 0
li1: - / - / 392
met5: 0 / 0 / -
[metrics by stage]
stage | std cells | setup WS [ps] | hold WS (ps)
6_report | 182 | 72.2 | 541
5_1_grt | 182 | 13.5 | 572
4_1_cts | 181 | 10.3 | 583
3_5_place_dp | 166 | -674 | 526
3_3_place_gp | 166 | -574 | 515
2_1_floorplan | 81 | 444 | 418
[cells in the final DEF, fill, tap and decap left out, types with 3 or more instances in the layout]
cell type / count
buf_2: 3
buf_4: 33
buf_6: 4
clkbuf_4: 3
clkdlybuf4s50_1: 3
dfxtp_2: 3
dlygate4sd2_1: 7
ha_1: 9
ha_2: 3
ha_4: 6
inv_1: 9
inv_2: 8
nand2_1: 6
nor2_1: 4
o221ai_1: 3
